$ cat flow/config.mk
export PLATFORM = sky130hd
export DESIGN_NAME = Add_Sub
export DESIGN_NICKNAME = Add_Sub
export VERILOG_FILES = /design/flow/design.v
export SDC_FILE = /design/flow/constraint.sdc
export NUM_CORES = 4
export LEC_CHECK = 1
export CORE_AREA = 10 10 90 90
export DIE_AREA = 0 0 100 100
$ cat flow/constraint.sdc
current_design Add_Sub

set clk_period 6.6
set clk_io_pct 0.2

create_clock -name clk0 -period $clk_period [get_ports {clock}]

set non_clock_inputs [all_inputs -no_clocks]
set_input_delay [expr $clk_period * $clk_io_pct] -clock clk0 $non_clock_inputs
set_output_delay [expr $clk_period * $clk_io_pct] -clock clk0 [all_outputs]
$ cat flow/design.v
module Add_Sub(Dout1,Dout2,clock,DataInB, ADDOut, SUBOut);
input clock;
input [7:0]Dout1;
output [7:0]Dout2;
output [7:0]DataInB;
output [7:0]ADDOut, SUBOut;
wire clock;
wire [7:0]Dout1;
reg [7:0]DataInB,Dout2, ADDOut, SUBOut;
always @(negedge clock)
begin
	Dout2 <= Dout1;
end
always @(*)
begin
    ADDOut <= Dout1 + Dout2;
    SUBOut <= Dout2 - Dout1;
	if (Dout2 < Dout1)
	begin
		DataInB <= ADDOut;
	end
	else
	begin
		DataInB <= SUBOut;
	end
end
endmodule
$ cat flow/run.sh
#!/bin/bash
# OpenROAD 26Q1-2900-gdf79404cd8, Yosys 0.63+post, stock flow scripts
make -C /OpenROAD-flow-scripts/flow DESIGN_CONFIG=/design/flow/config.mk WORK_HOME=/design/flow/orfs finish
==> reports/qor.csv <==
metric,value,unit
criticalPathCategory,reg2out,
final_cell_area,2290,um2
ys_types,35,
dp_hpwl,2660,um
grt_overflow,0,
warnings,42,
grt_pass1_wl,5720,um
regMostFlops,Dout2,
cts_made_buffers,3,
powerDensity,164,nW/um2
htreeDepth,1,
n_antenna_cell,0,
area_delta_synth_final,130,%
rows,29,
drt_iter0_drc,20,
syn_inst,115,
maxCapViolations,0,
io_pins,41,
worstPathArrival,5.64,ns
placed_area,1740,um2
wl_per_cell,11.9,um
critical_path_depth,11,
reg_top3,Dout2 x8,
cts_max_path_buffers,2,
edf_count,0,
hold_violations,0,
final-setup-viol-count,12,
critPathSlowestCell,fa_2,
postSynthSeqShare,0.160,
max_slew.worst_pin.slew,0.292,ns
status,finished with violations,
required,5.28,ns
routed_wirelength,3490,um
die.size.y,100,um
drtPass1Iterations,4,
postRouteAntennaNets,0,
violations,negative setup slack,
worst_slack,-0.358,ns
common_cells,"inv_1, ha_1, xnor2_1",
port_buffers,40,
cp_top_family,adder cells,
irDropWorstVdd,0.0796,mV
chip_area,10000,um2
area_leaders,"ha_1, dfxtp_1, xnor2_1, inv_1, mux2_2",
yosys_cells,115,
drc_errors,0,
top_area_frac,0.188,
grt_max_degree,11,
p_leak,1.09,nW
ys_ff,8,
worst_setup_path_end_kind,output pin,
async_flop_share,0,
crit_fanout,3,
root_buffer,clkbuf_8,
largest_reg_flops,8,
hold_buffers,0,
crit_path_start_kind,flop,
die_x,100,um
yosysTopAreaCell,ha_1,
clock-sinks,8,
drive_gt1_frac,0.597,
relSlewSlack,0.805,
antenna_found_initial,0,
most_common_cell,inv_1,
crit_top_cell,buf_6,
ff_type,dfxtp_1,
ys_warn_count,1,
vias,1137,
ys_area,998,um2
crit_chain,"inv_2, ha_4, inv_2, fa_2, a21oi_4, o31ai_4, a21oi_4, buf_6, buf_6, mux2_4, buf_6",
fp_util,0.159,
slowest_delay,0.37,ns
grt_pass1_vias,1240,
fin_util,0.365,
hp-class,in2out,
syn_area_per_cell,8.68,um2
clk_pin_slew,0.03,ns
hold_ws,3.61,ns
synth.cell_area,998,um2
finalMaxSlewViolations,0,
grt_usage,0.0678,
cts_tree,yes,
hold_depth,7,
viasPerCell,3.88,
gp_congestion,0.858,
coreArea,6280,um2
crit_buf_inv,5,
rsz0062_at_grt,yes,
==> final timing paths <==
| check | from | slack, ns | endpoint |
|---|---|---|---|
| worst min-delay path | Dout1[7] | 3.61 | DataInB[6] |
| worst max-delay path | Dout2[0] | -0.36 | DataInB[7] |
==> power breakdown <==
part | switching [W] | internal (W)
Clock | 0.0000314 | 0.0000464
Combinational | 0.0000888 | 0.000157
Sequential | 0.00000206 | 0.0000517
==> cells by family (layout without fill, tap and decap cells) <==
family / after synthesis / count (layout) / share of synthesized area
AND/OR/NAND/NOR: 20 / 20 / 0.122
multiplexers: 7 / 7 / 0.0764
flip-flops: 8 / 8 / 0.160
buffers and inverters: 27 / 128 / 0.122
AND-OR/OR-AND: 25 / 25 / 0.195
XOR/XNOR: 11 / 11 / 0.0965
adder cells (fa/ha/maj): 17 / 17 / 0.228
==> cell usage in the layout (no fill, tap or decap), types with 2 or more instances in the layout <==
cell type | Yosys | routed
buf_4 | 2 | 40
buf_6 | 1 | 23
inv_1 | 20 | 21
clkdlybuf4s50_1 | 0 | 21
ha_1 | 15 | 8
buf_2 | 4 | 8
inv_2 | 0 | 6
ha_4 | 0 | 6
dfxtp_1 | 8 | 5
nand2_1 | 5 | 5
xnor2_2 | 0 | 5
mux2_4 | 0 | 5
a21oi_1 | 7 | 4
dfxtp_2 | 0 | 3
a21oi_2 | 2 | 3
o21ai_0 | 4 | 3
a21oi_4 | 1 | 3
nor2_1 | 5 | 3
clkbuf_8 | 0 | 3
nor2b_4 | 1 | 2
nand3_1 | 2 | 2
o31ai_4 | 1 | 2
o21bai_1 | 2 | 2
xnor2_1 | 9 | 2
xor2_2 | 0 | 2
xnor2_4 | 0 | 2
fa_2 | 0 | 2
clkbuf_2 | 0 | 2
dlygate4sd2_1 | 0 | 2
==> what timing repair did <==
item,in CTS,in global routing
setup endpoints to repair,19,18
buffers inserted,21,5
gates resized,117,20
pin swaps,32,25
==> area by class of cell <==
| class | count | area, um2 |
|---|---|---|
| inverter | 19 | 71.3 |
| multi-input combinational | 80 | 1030 |
| clock buffer | 3 | 41.3 |
| tap | 77 | 96.3 |
| fill | 581 | 3980 |
| timing repair buffer | 98 | 860 |
| sequential | 8 | 164 |
| clock inverter | 8 | 30.0 |
==> metal layers <==
| metal | share of wire | global-route usage |
|---|---|---|
| met1 | 0.47 | 0.0913 |
| met2 | 0.44 | 0.101 |
| met3 | 0.081 | 0.0250 |
| met4 | 0.013 | 0.0163 |
| met5 | 0 | 0 |
==> stage by stage <==
step,worst slack (ns),setup TNS [ns],total power (W),instances
finish,-0.358,-2.99,0.000377,293
CTS,-0.390,-3.43,0.000370,293
global route,-0.437,-4.20,0.000412,293
floorplan,0.143,0,0.000129,115
detailed placement,-0.473,-4.39,0.000250,264
global placement,-0.455,-4.24,0.000249,264
Power and IR drop assume default switching activity.
