**/design/flow/design.v**
```verilog
module MEM_counter_A (IncA,Reset,clock,WEA,DataInA,Dout1,AddrA);
input IncA,WEA,Reset,clock;
input [7:0]DataInA;
output [7:0]Dout1;
output [2:0]AddrA;
wire IncA,Reset,clock,WEA;
reg [2:0]AddrA;
reg [7:0]Dout1;
reg [7:0]MemA[0:7];
always @(negedge clock)
begin
if(!Reset)
begin
	if(IncA && WEA && !(DataInA === 8'bz))
	begin
        MemA[AddrA] = DataInA;
        AddrA = AddrA + 1;
    end
    else if(IncA && !WEA)
    begin
        Dout1 = MemA[AddrA];
        AddrA = AddrA + 1;
    end
    else if(!IncA && WEA && !(DataInA === 8'bz))
    begin
        MemA[AddrA] = DataInA;
    end
    else if(!IncA && !WEA)
    begin
        Dout1 = MemA[AddrA];
    end
end
else
begin
	AddrA = 3'b000;
	Dout1 = 8'bz;
end
end
endmodule
```
**/design/flow/run.sh**
```bash
#!/bin/bash
# OpenROAD 26Q1-2900-gdf79404cd8, Yosys 0.63+post, stock flow scripts
make -C /OpenROAD-flow-scripts/flow DESIGN_CONFIG=/design/flow/config.mk WORK_HOME=/design/flow/orfs finish
```
**/design/flow/config.mk**
```make
export PLATFORM = sky130hd
export DESIGN_NAME = MEM_counter_A
export DESIGN_NICKNAME = MEM_counter_A
export VERILOG_FILES = /design/flow/design.v
export SDC_FILE = /design/flow/constraint.sdc
export NUM_CORES = 4
export LEC_CHECK = 1
export CORE_AREA = 10 10 70 70
export DIE_AREA = 0 0 80 80
```
**/design/flow/constraint.sdc**
```tcl
current_design MEM_counter_A

set clk_period 1.4
set clk_io_pct 0.2

create_clock -name clk0 -period $clk_period [get_ports {clock}]

set non_clock_inputs [all_inputs -no_clocks]
set_input_delay [expr $clk_period * $clk_io_pct] -clock clk0 $non_clock_inputs
set_output_delay [expr $clk_period * $clk_io_pct] -clock clk0 [all_outputs]
```
==> Changelog: implementation <==
### Metrics

* Largest net degree at the start of global routing at 4
* Failing checks: negative setup slack
* Via density at 2.01
* Total Power Consumption at 302 uW
* Clock tree from TritonCTS: built
* Die Area at 0.00640 sq mm
* Synth warnings at 5
* Post-synth seq share at 0.300
* Clock Pin Slew Worst Setup and Hold Paths at 30 ps
* Area after DPL at 307 sq um
* Outcome: complete, but fails checks
* Hold Startpoint: AddrA[1]
* IO Pins at 23
* Mapped Avg Cell Area at 9.10 sq um
* Clock tree buffer depth at 2
* Synthesized netlist cell count at 22
* Reg2Reg Setup Slack at 220 ps
* Post-Route WL at 462 microns
* Placer congestion estimate at 0.671
* Synth Cell Area at 200 sq um
* Row cnt at 21
* Crit path required time at 1120 ps
* CP cell instances: buf_2
* Setup Viol. Count Final at 3
* Slew Limit Fails at 0
* Die width at 80 microns
* Crit path max-delay family: flip-flops
* First DRT Iteration DRCs at 2
* Initial antenna violation count at 0
* Reg2reg end: AddrA[2]
* Max reg flops at 3
* Global Route Usage Sum at 0.0155
* Worst hold path class: flop to flop
* First-pass GRT wire length at 841 microns
* Final setup margin at -280 ps
* Max stage delay cell, worst path: dfxtp_2
* Setup TNS at -829 ps
* Placed Instances at 76
* Vias in the first global route at 228
* Core ar. at 0.00342 sq mm
* Detailed-route DRC error count at 0
* Final-report hold violation count at 0
* Crit-path max cell delay at 310 ps
* Diodes inserted at 0
* Total CTS buffers at 3
* PwrDens at 924 mW/mm^2
* H-Tree Depth at 1
* Design area at 327 sq um
* Total cells reported by yosys after synthesis at 22
* WS Path Type: flop to output pin
* GRT overflow at 0
* WHS Path Cells at 3
* P_leak at 0.168 nW
* RR Startpoint: AddrA[0]
* ANT nets after route at 0
* RSZ-0062 raised after global routing: yes
* Clock skew at 6.72 ps
* Synth Register Bits at 3
* Reg2Reg Depth at 6
* Share of cells above drive strength 1 at 0.432
* Clock Sinks at 3
* Cell variety after synth at 11
* Hold buffers post-CTS at 0
* Root Buffer: clkbuf_4
* YS chip area at 200 sq um
* Floorplan utilization at 0.0586
* CP Buf/Inv Count at 1
* Drt wl/cell at 5.57 microns
* Drt first pass iters at 2
* Highest-count logic cell in the final layout: conb_1
* VDD IR max at 0.000127 V
* Area grow syn2layout at 63.1%
* Crit start category: flop
* Clk latency of the worst-skew pair at 290 ps
* Max-Cap Viols at 0
* Most frequent cells in the layout: conb_1, inv_1, buf_2, buf_4
* Non-filler cells, final at 83
* Arrival time at the worst endpoint at 1400 ps
* Port bufs at 6
* Max FO, Critical Path at 2
* Die height at 80 microns
* Tool warnings at 39
* Worst hold endpoint: AddrA[1]
* Crit end category: output pin
* Total vias in the final route at 167
## synth_stat cells
library cell,number,share of area
buf_4,8,0.30
conb_1,1,0.019
dfxtp_1,3,0.30
ha_1,1,0.062
inv_1,1,0.019
mux2i_1,1,0.050
nand3b_1,1,0.038
nor2_1,3,0.056
nor2b_4,1,0.069
xnor2_1,1,0.044
xor2_1,1,0.044
## worst min-delay path: stages (launching register included)
cell	delay [ps]
dfxtp_2	310
buf_4	100
mux2i_1	50
nor2_1	70
## through the flow
stage	utilization	setup slack, ps	hold slack (ps)
after floorplan	-	-44.1	458
after detailed placement	0.0897	-570	590
final	0.0956	-280	576
after global routing	0.0956	-328	617
after CTS	0.0989	-294	578
after global placement	0.0897	-569	580
## where the power goes
part	internal [mW]	total, mW	switching [mW]
logic	0.0220	0.0347	0.0127
registers	0.0909	0.0926	0.00174
clock network	0.111	0.175	0.0632
## routing by layer
layer	vias up	track usage	routed length [microns]
met4	0	0.0123	13
met3	2	0.0148	65
met2	12	0.0193	202
met1	72	0.0153	180
li1	81	-	-
met5	-	0	0
## how the worst max path moves through the flow
stage        start       end  slack (ps)  cells past startpoint
6_report  AddrA[0]  AddrA[0]        -280                      1
5_1_grt   AddrA[2]  AddrA[2]        -330                      1
4_1_cts   AddrA[0]  AddrA[0]        -290                      1
## kinds of logic (layout without fill, tap and decap cells)
group / count (synthesis) / in the layout / share of synthesized area
simple gates: 5 / 5 / 0.162
xor+xnor: 2 / 2 / 0.0875
mux: 1 / 1 / 0.0500
flops: 3 / 3 / 0.300
buf+inv: 9 / 17 / 0.319
fa+ha+maj: 1 / 1 / 0.0625
other cells: 1 / 8 / 0.0187
## final cells by class
class | instances | area (sq um)
Fill cell | 407 | 3090
Sequential cell | 3 | 63.8
Tap cell | 46 | 57.6
Clock inverter | 4 | 15.0
Clock buffer | 3 | 22.5
Multi-Input combinational cell | 17 | 103
Timing Repair Buffer | 10 | 65.1
## what timing repair did
item / in CTS / in global routing
pin swaps: 1 / 2
endpoints found under the setup margin: 6 / 5
buffers inserted: 1 / 0
gates resized: 17 / 2
Power figures rest on the tool's default switching activity, not on a simulated workload.
