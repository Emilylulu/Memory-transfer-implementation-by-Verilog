==> flow/design.v <==
module MEM_counter_B(WEB,clock,DataInB,IncB,Reset,AddrB);
input [7:0]DataInB;
input IncB,clock,Reset,WEB;
output [1:0]AddrB;
wire clock,IncB,ResetB,WEB;
wire [7:0]DataInB;
reg [1:0]AddrB;
reg [7:0] MemB[0:3]; 
always @(posedge clock)
begin
	if(!Reset)
	begin
		if((IncB == 1'b0 && WEB == 1'b1)||(IncB == 1'b1 && WEB == 1'b0))
		begin
			if(WEB)
			begin
				MemB[AddrB] <= DataInB;
			end
			if(IncB == 1'b0 && WEB == 1'b1)
			begin
				AddrB = AddrB + 1;
			end
		end
		else
		begin
         		AddrB <= 2'b00;
        	end
	end
	else
	begin
		AddrB <= 2'b00;
	end
end
endmodule
==> flow/run.sh <==
#!/bin/bash
# OpenROAD 26Q1-2900-gdf79404cd8, Yosys 0.63+post, stock flow scripts
make -C /OpenROAD-flow-scripts/flow DESIGN_CONFIG=/design/flow/config.mk WORK_HOME=/design/flow/orfs finish
==> flow/config.mk <==
export PLATFORM = sky130hd
export DESIGN_NAME = MEM_counter_B
export DESIGN_NICKNAME = MEM_counter_B
export VERILOG_FILES = /design/flow/design.v
export SDC_FILE = /design/flow/constraint.sdc
export NUM_CORES = 4
export LEC_CHECK = 1
export CORE_AREA = 10 10 70 70
export DIE_AREA = 0 0 80 80
==> flow/constraint.sdc <==
current_design MEM_counter_B

set clk_period 1.1
set clk_io_pct 0.2

create_clock -name clk0 -period $clk_period [get_ports {clock}]

set non_clock_inputs [all_inputs -no_clocks]
set_input_delay [expr $clk_period * $clk_io_pct] -clock clk0 $non_clock_inputs
set_output_delay [expr $clk_period * $clk_io_pct] -clock clk0 [all_outputs]
==> impl_metrics.ini <==
; flow metrics
[critical_path]
setup.reg_to_reg.worst_slack_ns = 0.33
critical_path.endpoint_type = primary output
path_cells = dlygate4sd2_1
path_depth = 1
cp_launch_point = AddrB[1]
worstSetupPathType = flip-flop to primary output
worstPathArrival_ns = 0.77
number_of_buffers_and_inverters_on_the_critical_path = 1
crit_path_end = AddrB[1]
start_kind = flip-flop
crit_fanout = 3
critical_path_required_ns = 0.88
reg2regPathDepth = 3
slowest_delay_ns = 0.31
r2r_start = AddrB[0]
timing.critical_path.slowest_stage_cell = sky130_fd_sc_hd__dfxtp_2
path_delay_family = flip-flops
r2r-end = AddrB[1]

[routing]
drcViolationCount = 0
antenna_cells = 0
detailroute.via_count = 104
route.antenna.remaining_nets = 0
detailedRoute.firstPassIterationCount = 2
routed_via_density = 1.60
average_wire_per_standard_cell_um = 5.05
wl_um = 328
initialDrtViolationCount = 4

[power]
share_comb_of_total_power_pct = 10.4
net-switching-power_uw = 52.8
seq_power_share_pct = 28.6
power-per-cell-area_nw_per_um2 = 1110
switching_share_pct = 19.8
total_leakage_power_nw = 0.0969
clock_power_share_pct = 61.0
ir_worst_vdd_uv = 158
intPower_uw = 213

[final_timing]
holdWs_ns = 0.396
final_slew_violations = 0
maxSlewHeadroom_pct = 91.4
hold_viol_final = 0
highest_achievable_clock_rate_mhz = 1010
rsz_0062_raised_after_global_routing = false
setup_viol = 0
skew_ns = 0.00162
fin_crit_ns = 0.995
slew_at_the_pin_closest_to_its_max_slew_limit_ns = 0.129
final_period_utilization_pct = 90.4

[final_layout]
area_growth_pct = 136
area.sequential_um2 = 41.3
final_area_um2 = 239
largest_reg_flops = 2
largest_register = AddrB
final_layout_top_logic_cells = sky130_fd_sc_hd__clkbuf_4 (3), sky130_fd_sc_hd__dlygate4sd2_1 (3)
final_cells = 65
n_fill_cell = 412
final_core_util_pct = 7.00
reg_top3 = AddrB: 2 flops
multiInputGateArea_um2 = 57.6
drive_gt1_share_pct = 31.6

[die]
die_height_um = 80
ios = 14
coreArea_um2 = 3420
design.die.area_um2 = 6400
chipWidth_um = 80
core.rowCount = 21
initial_utilization_pct = 2.97

[clock_network]
clock_path_buffers = 2
clkSlewWorstSetupHoldPaths_ns = 0.03
clock.latency.late_pin_ns = 0.22
depth_of_the_cts_h_tree = 1
clkSinkCount = 2
tritoncts = done
cts_setup_buffers = 0
root_cell_of_the_clock_tree = sky130_fd_sc_hd__clkbuf_4
cts-buffers-inserted = 3

[flow_run]
warning_count = 33
maxCapViolations = 0

[logic_synthesis]
proportion_of_synthesized_chip_area_in_sequential_cells_pct = 39.5
synthesis.area_um2 = 101
ys_chip_area_um2 = 101
yosys.area.top_type = sky130_fd_sc_hd__dfxtp_1
post_synth_main_area_contributors = sky130_fd_sc_hd__dfxtp_1 (40%), sky130_fd_sc_hd__ha_1 (12%), sky130_fd_sc_hd__a21bo_1 (9.9%)
synth-warning-count = 1
postSynthRegisterBits = 2
synth.distinct_cells = 9
postSynthAreaPerCell_um2 = 10.1
netlist_instances = 10
synth.top_cell.area_share_pct = 39.5
ys_cells = 10

[grt]
gr-total-overflow = 0
globalRouteTotalUtil_pct = 1.20
first_pass_grt_wire_length_um = 503
antenna_found_initial = 0
maximum_number_of_pins_on_one_net_before_global_route_repair = 4
first_global_vias = 127

[placement]
place.detailed.hpwl_um = 277
post_dp_cell_area_um2 = 216
dp.cells = 62
gpl.final_weighted_congestion = 0.606
numPortBuffers = 5

[worst_hold_path]
timing.hold.worst_path_depth = 4
hp-class = primary input to flip-flop

[run_status]
status = complete, no violations
-- through the flow --
| stage | TNS (ns) | power (mW) | worst slack, ns |
|---|---|---|---|
| floorplan | 0 | 0.0891 | 0.201 |
| global placement | -0.599 | 0.108 | -0.301 |
| detailed placement | -0.631 | 0.109 | -0.317 |
| CTS | 0 | 0.282 | 0.0140 |
| global route | 0 | 0.287 | 0.0674 |
| finish | 0 | 0.266 | 0.105 |
-- cell usage after synthesis --
cell and number:
sky130_fd_sc_hd__dfxtp_1 2, sky130_fd_sc_hd__ha_1 1, sky130_fd_sc_hd__a21oi_2 1, sky130_fd_sc_hd__or2_1 1, sky130_fd_sc_hd__nand3b_1 1, sky130_fd_sc_hd__nor2_1 1
sky130_fd_sc_hd__inv_1 1, sky130_fd_sc_hd__xnor2_1 1, sky130_fd_sc_hd__a21bo_1 1
-- metal layers --
metal	vias up	GRT usage, %	share of wire (%)
li1	52	-	-
met3	2	1.70	22
met5	-	0	0
met4	0	0.704	2.1
met2	6	1.44	42
met1	44	0.994	34
-- final cells by class --
cell class	count	share of cell area [%]
inverters	1	1.57
multi-input cells	7	24.1
well taps	46	24.1
clock buffers	3	9.42
repair buffers	6	23.6
flip-flops and latches	2	17.3
-- repair_timing --
| action | in CTS | in global routing |
|---|---|---|
| pin swaps | 2 | 2 |
| hold endpoints to repair | 0 | 0 |
| hold buffers | 0 | 0 |
| setup endpoints to repair | 4 | 1 |
| gates resized | 4 | 1 |
-- worst min-delay path by stage --
stage | startpoint | end | slack [ns]
CTS | AddrB[1] | AddrB[1] | 0.53
global route | WEB | AddrB[1] | 0.44
finish | WEB | AddrB[1] | 0.40
-- power by group through the flow --
stage         Combinational [mW]  Sequential [mW]  Clock [mW]
CTS                       0.0298           0.0761       0.176
global route              0.0318           0.0762       0.179
finish                    0.0277           0.0761       0.162
-- cell families after synthesis --
logic type / Yosys count / synth area share [%]
buf+inv: 1 / 3.70
simple gates: 3 / 17.3
fa+ha+maj: 1 / 12.3
compound gates: 2 / 18.5
xor+xnor: 1 / 8.64
flops: 2 / 39.5
Power is estimated from default activity; no workload was simulated.
